<file path="./config.mk">
export PLATFORM = sky130hd
export DESIGN_NAME = Data_Path
export DESIGN_NICKNAME = Data_Path
export VERILOG_FILES = /design/flow/design.v
export SDC_FILE = /design/flow/constraint.sdc
export NUM_CORES = 4
export LEC_CHECK = 1
export CORE_UTILIZATION = 50
</file>
<file path="./constraint.sdc">
current_design Data_Path

set clk_period 28.0
set clk_io_pct 0.2

create_clock -name clk0 -period $clk_period [get_ports {CLK}]

set non_clock_inputs [all_inputs -no_clocks]
set_input_delay [expr $clk_period * $clk_io_pct] -clock clk0 $non_clock_inputs
set_output_delay [expr $clk_period * $clk_io_pct] -clock clk0 [all_outputs]
</file>
<file path="./design.v">
module ALU #(parameter ALUResult_WIDTH = 32 ,
                       ALUIN_WIDTH   = 32 ,
					             ALUControl_WIDTH = 3  
	        )
(
input          [ALUIN_WIDTH - 1 : 0]         SrcA , SrcB , 
input          [ALUControl_WIDTH - 1 : 0]    ALUControl ,
output reg     [ALUResult_WIDTH - 1 : 0]     ALUResult ,
output reg                                   Zero_flag 
) ;
always @(*)
begin
 ALUResult = 32'b0 ;
 case (ALUControl)
 3'b000 : ALUResult = SrcA & SrcB ;
 3'b001 : ALUResult = SrcA | SrcB ;
 3'b010 : ALUResult = SrcA + SrcB ;
 3'b100 : ALUResult = SrcA - SrcB ;
 3'b101 : ALUResult = SrcA * SrcB ;
 3'b110 : begin 
           if(SrcA < SrcB)
             ALUResult = 32'b1 ; 
		   else
		     ALUResult = 32'b0 ; 
		  end
default : ALUResult = 32'b0 ;
 endcase
end
always @(*) begin
 Zero_flag = (ALUResult == 32'b0);
end 
endmodule
module Adder #(parameter ADDER_WIDTH = 32)
(
input  [ADDER_WIDTH - 1 : 0] IN_1 , IN_2 ,
output [ADDER_WIDTH - 1 : 0] OUT  
);
assign OUT = IN_1 + IN_2 ;
endmodule
module Data_Path 
   #(parameter MIPS_SIZE = 32 , 
			   ALUControl_WIDTH = 3 ,
			   RegAdd_WIDTH = 5  
    )
(
 input                                 CLK , RST ,
 input   [MIPS_SIZE - 1 : 0 ]          ReadData ,
 output  [MIPS_SIZE - 1 : 0 ]          WriteData ,
 output  [MIPS_SIZE - 1 : 0]           PC ,
 input   [MIPS_SIZE - 1 : 0]           instr ,
 output  [MIPS_SIZE - 1 : 0]           ALUResult ,
 output                                Zero_flag ,
 input                                 MemtoReg ,
 input                                 PCSrc ,
 input   [ALUControl_WIDTH - 1 : 0]    ALUControl ,
 input                                 ALUSrc ,
 input                                 RegDst ,
 input                                 RegWrite  ,
 input                                 Jump
);
wire  [RegAdd_WIDTH - 1 : 0]   A3_mux ;
wire  [MIPS_SIZE - 1 : 0]      WD3_Result ;
wire  [MIPS_SIZE - 1 : 0]      RD1_SrcA ;
wire  [MIPS_SIZE - 1 : 0]      SrcB_mux ;
wire  [MIPS_SIZE - 1 : 0]      Signlmm ; 
wire  [MIPS_SIZE - 1 : 0]      Signlmm_Shift ; 
wire  [MIPS_SIZE - 1 : 0]      PCPlus4 ;
wire  [MIPS_SIZE - 1 : 0]      PCBranch ;
wire  [MIPS_SIZE - 1 : 0]      Branch_mux ;
wire  [MIPS_SIZE - 1 : 0]      Shift_mux ;
wire  [MIPS_SIZE - 1 : 0]      PC_mux ;
Register_File RegFile (
.CLK(CLK) ,
.RST(RST) ,
.A1(instr[25:21]) ,
.A2(instr[20:16]) ,
.A3(A3_mux) ,
.WE3(RegWrite) ,
.WD3(WD3_Result) ,
.RD1(RD1_SrcA) ,
.RD2(WriteData)
);
MUX #(.MUX_SIZE(5)) MUX_A3 (
.IN_0(instr[20:16]) ,
.IN_1(instr[15:11]) ,
.SEL(RegDst) ,
.OUT(A3_mux)
);
MUX  MUX_Result (
.IN_0(ALUResult) ,
.IN_1(ReadData) ,
.SEL(MemtoReg) ,
.OUT(WD3_Result)
);
Sign_Extend Sign_Extend (
.IN(instr[15:0]) ,
.OUT(Signlmm) 
);
MUX  MUX_SrcB (
.IN_0(WriteData) ,
.IN_1(Signlmm) ,
.SEL(ALUSrc) ,
.OUT(SrcB_mux)
);
ALU ALU1 (
.SrcA(RD1_SrcA) ,
.SrcB(SrcB_mux) ,
.ALUControl(ALUControl) ,
.ALUResult(ALUResult) ,
.Zero_flag(Zero_flag)
);
Shift_left_twice SLT_Signlmm (
.Shift_IN(Signlmm) ,
.Shift_OUT(Signlmm_Shift)
);
Shift_left_twice SLT_PCJump (
.Shift_IN({6'd0 ,instr[25:0] }) ,
.Shift_OUT(Shift_mux)
);
Adder Adder_PCBranch(
.IN_1(Signlmm_Shift) ,
.IN_2(PCPlus4) ,
.OUT(PCBranch)
);
Adder Adder_PCPlus4(
.IN_1(PC) ,
.IN_2(32'd4) ,
.OUT(PCPlus4)
);
MUX MUX_Branch (
.IN_0(PCPlus4) ,
.IN_1(PCBranch) ,
.SEL(PCSrc) ,
.OUT(Branch_mux)
);
MUX MUX_PCJump (
.IN_0(Branch_mux) ,
.IN_1({PCPlus4[31:28],Shift_mux[27:0]}) ,
.SEL(Jump) ,
.OUT(PC_mux)
);
PC PC1 (
.CLK(CLK) ,
.RST(RST) ,
.PC_reg(PC_mux) ,
.PC(PC)
);
endmodule
module MUX  #(parameter MUX_SIZE = 32)
(
 input   wire   [MUX_SIZE - 1 : 0]     IN_0,
 input   wire   [MUX_SIZE - 1 : 0]     IN_1,
 input   wire                          SEL,
 output  reg    [MUX_SIZE - 1 : 0]     OUT 
 );
  always @ (*)
    begin
     case(SEL)
	  1'b0 :  OUT = IN_0 ;       
	  1'b1 :  OUT = IN_1 ;     		
     endcase        	   
  end
endmodule
module PC #(parameter PC_WIDTH = 32)
(
input                          CLK ,RST,
input      [PC_WIDTH - 1 : 0]   PC_reg ,
output reg [PC_WIDTH - 1 : 0]   PC 
);
always @( posedge CLK or negedge RST )
begin
if (!RST)
  PC <= 32'b0 ;
else 
  PC <= PC_reg ;
end
endmodule
module Register_File #(parameter RegAdd_WIDTH = 5 , RegFile_WIDTH = 32 , RegFile_DEPTH = 32)
(
 input                                  CLK ,RST ,
 input                                  WE3 ,
 input      [RegAdd_WIDTH - 1 : 0]      A1 , A2 , A3 ,
 input      [RegFile_WIDTH - 1 : 0]     WD3 ,
 output reg [RegFile_WIDTH - 1 : 0]     RD1 ,RD2
);
reg [RegFile_WIDTH - 1 : 0] RegFile [RegFile_DEPTH - 1 : 0] ;
integer I ;
always @(posedge CLK or negedge RST)
begin
if(!RST)   
    begin
      for (I = 0 ; I < RegFile_DEPTH ; I = I +1)
        begin
          RegFile[I] <= {RegFile_WIDTH{1'b0}}; 
        end
     end
else if (WE3) 
   RegFile[A3] <= WD3 ;
end 
always @*
begin
   RD1 = RegFile[A1] ;
   RD2 = RegFile[A2] ;
end
endmodule
module Shift_left_twice #(parameter Shift_WIDTH = 32)
(
input   [Shift_WIDTH - 1 : 0]  Shift_IN ,
output  [Shift_WIDTH - 1 : 0]  Shift_OUT
);
assign Shift_OUT = Shift_IN << 2 ;
endmodule
module Sign_Extend #(parameter DATA_IN = 16 , DATA_OUT = 32 )
(
 input   [DATA_IN  - 1 : 0]  IN ,
 output  [DATA_OUT - 1 : 0]  OUT 
);
assign OUT = { {DATA_IN{IN[DATA_IN-1]} } , IN } ;  
endmodule
</file>
<file path="./run.sh">
#!/bin/bash
# OpenROAD 26Q1-2900-gdf79404cd8, Yosys 0.63+post, stock flow scripts
make -C /OpenROAD-flow-scripts/flow DESIGN_CONFIG=/design/flow/config.mk WORK_HOME=/design/flow/orfs finish
</file>
==> impl_metrics.py <==
# Flow results
metrics = {
    "outcome": {
        "status": "complete, no violations",
    },
    "power": {
        "seq_power_share_pct": 24.7,
        "p_sw_share_pct": 49.29,
        "p_leak_uw": 0.03805,
        "power_density_mw_per_mm2": 122.1,
        "p_int_uw": 5119,
        "combPwrFrac_pct": 59.7,
        "p_switching_uw": 4975,
        "clkPwrFrac_pct": 15.7,
        "ir_drop_mv": 0.2670,
    },
    "synthesis": {
        "ys_chip_area_mm2": 0.07398,
        "top_cell_area_share_pct": 35.65,
        "synth-seq-cells": 1054,
        "ys_top_cells_by_area": "dfrtp_1 36%, fa_1 11%, nand2_1 7.6%",
        "top_cells_by_count": "1,499 x nand2_1, 1,104 x o21ai_0, 1,054 x dfrtp_1",
        "synth.distinct_cells": 104,
        "synthArstFlopShare_pct": 100.0,
        "avgSynthCellArea_um2": 8.478,
        "syn_area_mm2": 0.07398,
        "ys_warn_count": 6,
        "synthFlopType": "dfrtp_1",
        "yosys_cells": 8727,
        "syn-instance-count": 8727,
        "edf_count": 0,
        "most_common_cell": "nand2_1",
        "yosys.area.top_type": "dfrtp_1",
        "ys_seq_share_pct": 35.65,
    },
    "setup_path": {
        "slowest_stage": "nor2_2",
        "max_stage_delay_ns": 0.81,
        "r2r-end": "RegFile.RegFile[20][29]$_DFFE_PN0P_",
        "r2r_slack_ns": 16.45,
        "worst_ep_arrival_time_ns": 20.32,
        "required_ns": 22.40,
        "critPathKind": "primary input to output port",
        "critPathLaunchType": "primary input",
        "critPathLaunch": "instr[20]",
        "endpoint": "Zero_flag",
        "r2r_cells": 34,
        "rr_startpoint": "RegFile.RegFile[17][9]$_DFFE_PN0P_",
        "cp_max_fo": 25,
        "cp-end-kind": "output port",
        "critPathMostFrequentCell": "fa_1",
    },
    "sta": {
        "hold_viol_final": 0,
        "period_needed_ns": 25.92,
        "fmax_mhz": 38.58,
        "finalSetupViolCount": 0,
        "rsz0062_at_grt": "no",
        "setup_tns_ns": 0,
        "max-slew-margin-rel_pct": 13.60,
        "skew_ns": 0.09001,
        "drv_slew": 0,
        "finalCritPeriodShare_pct": 92.57,
        "worstMarginPinSlew_ns": 1.296,
    },
    "route": {
        "drc": 0,
        "wire_per_inst_um": 36.91,
        "ant_nets": 0,
        "drtIter0Drc": 8645,
        "dr_total_vias": 74640,
        "vias_per_cell": 6.950,
        "dr.pass1.iters": 8,
        "drt-total-wl_um": 396400,
    },
    "clocking": {
        "numClockSinks": 1054,
        "tritoncts": "yes",
        "htreeDepth": 3,
        "cts_inserted_buffers": 112,
        "ctsHoldBuffers": 0,
        "insertion_delay_ns": 0.81,
        "clockBufferDepth": 3,
        "postCtsSetupBuffers": 0,
        "cts-root-buf": "clkbuf_16",
        "post_cts_resized": 0,
        "path_clk_slew_ns": 0.06,
    },
    "global_routing": {
        "grt_overflow_total": 0,
        "grt_usage_pct": 55.82,
        "grt_antenna_before_repair": 30,
        "grt_max_degree": 75,
        "grt_pass1_vias": 72260,
        "grt_pass1_wl_um": 552400,
    },
    "place": {
        "dp_hpwl_um": 260600,
        "io_buffers": 163,
        "dp_cells": 10490,
        "gp_congestion": 1.079,
    },
    "die": {
        "die_y_um": 386.7,
        "dieArea_mm2": 0.1495,
        "ios": 172,
        "rows": 140,
        "core_mm2": 0.1463,
        "die_x_um": 386.7,
        "fp_util_pct": 50.58,
    },
    "final_layout": {
        "syn_to_final_growth_pct": 11.79,
        "final_cells": 10740,
        "largest_reg_flops": 1024,
        "layout-drive-gt1-share_pct": 8.985,
    },
    "worst_hold_path": {
        "hp-class": "register to register",
    },
    "run": {
        "warnings": 95,
        "max_cap_viol_count": 0,
    },
}
-- routing by layer --
layer	track usage, %	vias up	part of all wire, %
met5	3.539	-	0.13
met4	38.57	37	9.8
met3	36.06	2180	17
met2	71.91	6491	39
met1	68.24	35690	34
li1	-	30240	-
-- layout by cell type (no fill, tap or decap), drive strengths merged, types with 18 or more instances in the layout --
cell type	Yosys	final
a2111oi	39	39
a21o	36	36
a21oi	186	186
a221oi	47	47
a222oi	19	19
a22o	37	37
a22oi	625	625
a31oi	25	25
and3	142	142
buf	202	368
clkbuf	470	164
clkdlybuf4s50	0	150
clkinv	15	45
dfrtp	1054	1054
diode	0	42
fa	411	411
ha	249	249
inv	659	660
mux2	19	19
mux2i	74	74
nand2	1500	1500
nand2b	30	30
nand3	360	360
nand4	189	189
nor2	556	556
nor2b	18	18
nor3	68	68
nor4	50	50
o21a	19	19
o21ai	1119	1119
o21bai	20	20
o22ai	29	29
o31ai	42	42
xnor2	102	102
xor2	39	39
-- power groups by stage --
| stage | clock (uW) | sequential (uW) | combinational [uW] |
|---|---|---|---|
| 5_1_grt | 1630 | 2540 | 6560 |
| 6_report | 1580 | 2490 | 6020 |
| 4_1_cts | 1580 | 2470 | 5960 |
-- final cells by class --
class                   count  area [um^2]
fillers                 13080        63560
flip-flops and latches   1054        26380
clock inverters            43        541.8
repair buffers            518         4242
well taps                1917         2399
diodes                     42        105.1
clock buffers             164         3319
inverters                 674         2531
multi-input cells        6328        43190
-- how the worst min path moves through the flow --
stage	startpoint	endpoint	slack, ns	cells past startpoint
4_1_cts	RegFile.RegFile[3][16]$_DFFE_PN0P_	RegFile.RegFile[3][16]$_DFFE_PN0P_	0.50	2
5_1_grt	RegFile.RegFile[23][21]$_DFFE_PN0P_	RegFile.RegFile[23][21]$_DFFE_PN0P_	0.52	2
6_report	RegFile.RegFile[3][16]$_DFFE_PN0P_	RegFile.RegFile[3][16]$_DFFE_PN0P_	0.50	2
-- metrics by stage --
stage / worst slack (ns) / total power [uW] / util [%] / hold slack (ns) / area (um^2)
after floorplan: 7.019 / 6060 / - / 0.4558 / 73990
after global placement: 2.719 / 8378 / 53.83 / 0.4780 / 78740
after detailed placement: 2.726 / 8391 / 53.83 / 0.4861 / 78740
after CTS: 2.684 / 9998 / 56.47 / 0.5029 / 82600
after global routing: 2.322 / 10730 / 56.48 / 0.5244 / 82600
final: 2.079 / 10090 / 56.54 / 0.5018 / 82700
-- critical path, delay by kind of cell --
| kind | cells | cell delay (ns) |
|---|---|---|
| compound gates | 8 | 2.81 |
| fa+ha+maj | 9 | 4.30 |
| buf+inv | 12 | 3.40 |
| xor+xnor | 1 | 0.34 |
| simple gates | 11 | 3.79 |
-- cells by family after synthesis --
kind of cell,count (synthesis),synth area share (%)
and+or+nand+nor,3038,18.31
other,1,0.005069
buffers and inverters,1346,7.238
adders and majority gates,660,15.33
DFF,1054,35.65
AOI/OAI and AO/OA,2390,20.38
muxes,94,1.321
xor gates and xnor gates,144,1.761
No activity file was given, so power comes from the tool's default toggle rates.
