==> /design/flow/design.v <==
module Data_Memory #(parameter DataMemory_WIDTH = 32 , DataMemory_DEPTH = 256 )
(
input                                       CLK,RST,
input                                        WE ,
input      [ DataMemory_WIDTH - 1 : 0 ]      A ,
input      [ DataMemory_WIDTH - 1 : 0 ]      WD ,
output reg [ DataMemory_WIDTH - 1 : 0 ]      RD 
);
reg [DataMemory_WIDTH - 1 : 0] Data_mem [DataMemory_DEPTH - 1  : 0] ;
integer I ;
 always @(posedge CLK or negedge RST )
 begin
  if(!RST)   
    begin
      for (I = 0 ; I < DataMemory_DEPTH ; I = I +1)
        begin
          Data_mem[I] <= {DataMemory_WIDTH{1'b0}}; 
        end
     end
 else if (WE)
     Data_mem [A] <= WD ;
 end
 always @(*)
  begin
   RD = Data_mem [A] ;
 end
endmodule
==> /design/flow/run.sh <==
#!/bin/bash
# OpenROAD 26Q1-2900-gdf79404cd8, Yosys 0.63+post, stock flow scripts
make -C /OpenROAD-flow-scripts/flow DESIGN_CONFIG=/design/flow/config.mk WORK_HOME=/design/flow/orfs finish
==> /design/flow/config.mk <==
export PLATFORM = sky130hd
export DESIGN_NAME = Data_Memory
export DESIGN_NICKNAME = Data_Memory
export VERILOG_FILES = /design/flow/design.v
export SDC_FILE = /design/flow/constraint.sdc
export NUM_CORES = 4
export LEC_CHECK = 1
export CORE_UTILIZATION = 30
==> /design/flow/constraint.sdc <==
current_design Data_Memory

set clk_period 8.5
set clk_io_pct 0.2

create_clock -name clk0 -period $clk_period [get_ports {CLK}]

set non_clock_inputs [all_inputs -no_clocks]
set_input_delay [expr $clk_period * $clk_io_pct] -clock clk0 $non_clock_inputs
set_output_delay [expr $clk_period * $clk_io_pct] -clock clk0 [all_outputs]
==> Changelog: implementation <==
### Changed

* Clk sinks at 8,192
* Netlist Area Pre-Place at 0.360 mm²
* Failing checks: max-capacitance violations, max-slew violations, negative setup slack
* PwrDens at 203 mW/mm²
* Most used routing layer: met2
* Comb area at 0.146 mm²
* Synth area leaders: dfrtp_1 57%, mux2_2 25%, a22oi_1 4.8%
* Reg2Reg Setup Slack at 7590 ps
* Most flops, register: Data_mem
* First-pass GRT wire length at 2,230,000 µm
* RSZ-0062 raised after global routing: false
* Slew HR at -3.82%
* Pleak at 200 nW
* Drt wl/cell at 37.9 µm
* Async SR Flop Fraction at 100%
* Top cells by count: 8,192 x dfrtp_1, 8,030 x mux2_2, 2,287 x a22oi_1, 1,523 x clkbuf_1, 1,038 x nand3_1
* DIE HEIGHT at 1100 µm
* Largest regs: Data_mem: 8192 flops
* Longest Clk Path Bufs at 5
* M1 GR Usage at 32.8%
* Reg2reg end: Data_mem[150][30]
* Area Overhead vs Synth at 16.5%
* Post-Synth AOI/OAI Area at 8.89%
* Final core utilization at 35.0%
* Synth area leader: dfrtp_1
* Synth Flop Type: dfrtp_1
* Pre-Repair DR Iteration Count at 8
* Chip area at 1.20 mm²
* Yosys stat cell total at 26,782
* Tmin final at 8740 ps
* Via count at 255,631
* M2 GR Usage at 37.2%
* Antenna-violating nets left at 0
* R2R Path Start: Data_mem[150][30]
* Top comb family, area: multiplexers
* PnR worst setup slack at -245 ps
* Routability cong. at 1.04
* Tcrit/Tclk final at 103%
* Max reg flops at 8,192
* Iteration-0 DRC Markers at 22,446
* Vias in the first global route at 254,950
* Ys flops at 8,192
* Fmax at 114 MHz
* Fin area at 0.419 mm²
* Max-slew violation count at 5
* Yosys Warn Count at 2
* Hold path start: Data_mem[162][20]
* Startpoint Class: primary input
* Clock latency on the worst-skew pair at 1180 ps
* IO buf count at 74
* Hold Worst Slack at 484 ps
* Die Wd at 1100 µm
* Count of library flops with an enable pin at 0
* Core area at 1.20 mm²
* Stages on the worst setup path at 12
* Syn avg cell area at 13.4 µm²
* Layout cells sized above 1 at 43.0%
* CTS tree: done
* Critical path's most frequent cell: buf_4
* FF/Latch Area at 0.205 mm²
* Slew @ Worst Pin at 1540 ps
* Clock Skews at 0 ps
* Worst setup path start: A[2]
* Setup TNS at -453 ps
* Slowest stage cell on the critical path: nor4_2
* Crit path max fanout at 39
* Gr usage total at 28.0%
* Cell family contributing the most delay on the critical path: simple AND/OR/NAND/NOR gates
* Worst R2R Path Depth at 1
* Vias per cell at 5.84
* Adder-cell share of the synthesized area at 0%
* Overflow after GRT at 0
* Root Driver: clkbuf_16
* Most numerous cell in the Yosys netlist: dfrtp_1
* M3 GR Usage at 18.8%
* Final setup vio count at 6
* Number of I/O pins at 99
* Largest stage delay on the critical path at 1230 ps
* Buf/Inv on CP at 6
* Initial Util at 30.1%
* Critical path cell sequence: buf_4, buf_4, nor4_2, buf_12, buf_4, a22o_1, a221o_1, nor4_1, and4_1, o211ai_1, buf_4, clkdlybuf4s50_1
* Synthesis area per yosys at 0.360 mm²
* Max-area cell share at 56.9%
* Crit path to: RD[31]
* H-tree depth at 6
* MUX share of area at 25.6%
* Kind of critical path: primary input to primary output
* Required @ worst endpoint at 6800 ps
* DRC at 0
* Total CTS buffers at 877
* Largest net degree at the start of global routing at 140
* Syn Inst Count at 26,782
* Simple share at 5.14%
* Fillers at 112,712
* Hold buffers post-CTS at 0
* Initial antenna violation count at 243
* Max cap viols at 2
* Outcome: finished, violations left
* Type of the most critical hold path: register to register
* Xor/xnor share at 0.00487%
* Tool warnings at 330
* Std cell rows at 402
* Placed Area at 0.389 mm²
* Clk slew on worst S/H paths at 60 ps
* Cell variety after synth at 73
* Crit path DAT at 7040 ps
* Max VDD drop at 0.000192 V
* Hpwl dp at 1,130,000 µm
* Detailed Route WL at 1,660,000 µm
* Crit. End Element: primary output
* Sequential element share of the synthesized area at 56.9%
* Final hold vios at 0
report_power, final:
part / internal, W / switching, W
Clock: 0.0221 / 0.0162
Combinational: 0.00184 / 0.00329
Sequential: 0.0408 / 0.000885
metrics by stage:
stage          std cells  total power, W  setup WS, ps
4_1_cts            43215          0.0854          1.59
3_3_place_gp       41654          0.0472          -934
3_5_place_dp       41654          0.0474          -383
2_1_floorplan      26782          0.0446          2880
5_1_grt            43509          0.0874          3.47
6_report           43738          0.0851          -245
per-layer routing:
| layer | up-vias | share of wire (%) | wire length, µm |
|---|---|---|---|
| met5 | - | 0.24 | 4040 |
| met4 | 155 | 8.3 | 137000 |
| met3 | 4174 | 16 | 264000 |
| met2 | 14279 | 40 | 671000 |
| met1 | 135548 | 35 | 582000 |
| li1 | 101475 | - | - |
layout by cell type (no fill, tap or decap), drive strengths merged, types with 20 or more instances in the layout:
master | Yosys | final
nand4 | 436 | 436
and4 | 38 | 38
or4 | 107 | 107
a21oi | 122 | 122
nor2 | 265 | 265
bufinv | 0 | 42
and3 | 641 | 641
diode | 0 | 489
a22o | 336 | 336
inv | 35 | 53
nor4 | 238 | 238
o22ai | 353 | 353
dfrtp | 8192 | 8192
clkbuf | 1523 | 1323
nor4b | 32 | 32
a32oi | 108 | 108
nand3 | 1038 | 1038
buf | 1389 | 1846
a222oi | 286 | 286
o2111ai | 55 | 55
clkinv | 0 | 149
clkdlybuf4s50 | 0 | 32
o211ai | 84 | 84
nor3 | 44 | 44
a22oi | 2288 | 2288
nand2 | 383 | 383
a221oi | 113 | 113
o22a | 42 | 42
mux2 | 8192 | 8192
a31oi | 20 | 20
a2111oi | 209 | 209
o221ai | 29 | 29
o21ai | 51 | 51
timing repair:
| action | 4_1_cts | 5_1_grt |
|---|---|---|
| endpoints found under the hold margin | 0 | 0 |
| cloned | 1 | 0 |
| setup buffers | 21 | 33 |
| pin swaps | 8 | 10 |
| gates resized | 20 | 19 |
| endpoints found under the setup margin | 16 | 11 |
cell type report:
class / count / area share, %
sequential: 8192 / 48.9
tap: 15958 / 4.76
timing repair buffer: 1882 / 4.56
multi-input combinational: 15643 / 34.7
antenna: 489 / 0.292
clock inverter: 219 / 0.573
inverter: 35 / 0.0313
clock buffer: 1320 / 6.15
cell families (layout without fill, tap and decap cells):
family,after synthesis,in the layout
other,0,489
AND-OR/OR-AND,4127,4127
XOR/XNOR,2,2
AND/OR/NAND/NOR,3317,3317
flip-flops,8192,8192
multiplexers,8197,8197
buffers and inverters,2947,3456
worst min path at each step:
stage | end | cells after the start
after CTS | Data_mem[5][14] | 1
final | Data_mem[162][20] | 1
after global routing | Data_mem[162][23] | 1
Power figures rest on the tool's default switching activity, not on a simulated workload.
