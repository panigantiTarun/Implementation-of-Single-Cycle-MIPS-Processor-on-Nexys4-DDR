[flow/run.sh]
#!/bin/bash
# OpenROAD 26Q1-2900-gdf79404cd8, Yosys 0.63+post, stock flow scripts
make -C /OpenROAD-flow-scripts/flow DESIGN_CONFIG=/design/flow/config.mk WORK_HOME=/design/flow/orfs finish
[flow/config.mk]
export PLATFORM = sky130hd
export DESIGN_NAME = Instruction_Memory
export DESIGN_NICKNAME = Instruction_Memory
export VERILOG_FILES = /design/flow/design.v
export SDC_FILE = /design/flow/constraint.sdc
export NUM_CORES = 4
export LEC_CHECK = 1
export CORE_AREA = 10 10 70 70
export DIE_AREA = 0 0 80 80
export SYNTH_MEMORY_MAX_BITS = 65536
[flow/constraint.sdc]
current_design Instruction_Memory

set clk_period 2.2
set clk_io_pct 0.2

create_clock -name clk0 -period $clk_period

set non_clock_inputs [all_inputs -no_clocks]
set_input_delay [expr $clk_period * $clk_io_pct] -clock clk0 $non_clock_inputs
set_output_delay [expr $clk_period * $clk_io_pct] -clock clk0 [all_outputs]
[flow/design.v]
module Instruction_Memory #(parameter InsMemory_WIDTH = 32 , InsMemory_DEPTH = 256 )
(
input      [InsMemory_WIDTH - 1 : 0]  PC ,
output reg [InsMemory_WIDTH - 1 : 0]  RD 
);
reg [InsMemory_WIDTH - 1 : 0] Ins_mem [0 : InsMemory_DEPTH - 1  ] ;
   initial
	begin
		Ins_mem [0]  = 32'h00008020;     
		Ins_mem [1]  = 32'h20100007;     
		Ins_mem [2]  = 32'h00008820;     
		Ins_mem [3]  = 32'h20110001;     
		Ins_mem [4]  = 32'h12000003;     
		Ins_mem [5]  = 32'h0230881C;     
		Ins_mem [6]  = 32'h2210FFFF;     
		Ins_mem [7]  = 32'h08000004;     
		Ins_mem [8]  = 32'hAC110000;     
 	end 
    always @(*) begin
    if (PC>=32'h000020)
        RD =   32'hAC110000 ;
    else 
        RD = Ins_mem [PC>>2];
    end
endmodule
==> flow_summary.toml <==
# generated from flow reports
[cells_and_area]
nClkBuffers = 0
lay_top_cells = "buf_6 (28), buf_2 (26), buf_4 (22)"
syn2layout_area_growth_pct = 193
fin_area_um2 = 1470
seq_area_um2 = 0
lay_top_count = "buf_6"
drive_gt1_frac = 0.740
fin_cells = 196
nFlopsAndLatches = 0

[global_routing]
grt_pass1_vias = 902
grt-ovfl-total = 0
grt_max_degree = 9
grtUsageTotal = 0.0767
antenna_found_initial = 0
grt_pass1_wl_um = 4150

[floorplan]
num_rows = 21
coreArea_um2 = 3420
dieArea_um2 = 6400
fp_util = 0.147
die_width_um = 80
io_pins = 64
die_h_um = 80

[critical_path]
critPathMaxFanout = 4
worstSetupStartpointType = "input pin"
cp.arrival_ns = 1.76
required_ns = 1.76
critical_path.startpoint = "PC[12]"
crit_slowest_cell = "or4_4"
path_cells = "buf_6 > nor4_4 > nand4_1 > buf_6 > buf_6 > or4_4 > buf_2"
critPathKind = "in2out"
endpoint_kind = "output pin"
worst_path_most_repeated_cell = "buf_6"
slowest_delay_ns = 0.40

[timing]
finalHoldViolations = 0
finalMaxSlewViolations = 0
timing.final.crit_share = 1.00
post-route-min-period_ns = 2.20
setup_viol = 1
holdWs_ns = 1.38
max_freq_ghz = 0.454
finalWorstSetupSlack_ns = -0.00281
grt_setup_unrepaired = "yes"

[detailed_routing]
wl_per_cell_um = 14.1
drtIter0Drc = 23
wl_um = 2760
postRouteAntennaNets = 0
route.detailed.drc = 0
dr.pass1.iters = 4
antenna_cells = 0
avgViaCountPerCell = 4.21
dr_total_vias = 826

[synthesis]
syn-cell-area_um2 = 500
yosys_area_um2 = 500
syn_area_per_cell_um2 = 6.95
ys_cells = 72
synthCells = 72
ys_warn_count = 1
post_synth_num_cell_types = 21
postSynthSeqShare = 0

[power]
leakage_nw = 0.686
max-vdd-ir-drop_uv = 54.6
p_per_area_nw_per_um2 = 91.9

[flow_run]
cap_violations = 0
warning_count = 40

[placement]
dp_cells = 172
io_buffers = 55
hpwl_um = 1910
postPlaceCellArea_um2 = 1110
gp_congestion = 0.794

[worst_hold_path]
hp-class = "in2out"
hp-start = "PC[30]"

[status]
outcome = "finished, violations left"
violations = "setup timing"
==> final cells by class <==
type | instances | area, µm²
fill | 316 | 1950
inverter | 3 | 11.3
tap | 46 | 57.6
multi-input combinational | 54 | 623
timing repair buffer | 93 | 773
==> cell families after synthesis <==
| kind of cell | share of synthesized area |
|---|---|
| AOI/OAI and AO/OA | 0.0925 |
| xor gates and xnor gates | 0.0175 |
| adders and majority gates | 0.125 |
| buffers and inverters | 0.302 |
| muxes | 0.0200 |
| other | 0.00749 |
| and+or+nand+nor | 0.435 |
==> routing by layer <==
layer | global-route usage | share of wire | up-vias
met5 | 0 | 0 | -
met4 | 0.00528 | 0.010 | 0
met3 | 0.0330 | 0.13 | 4
met2 | 0.130 | 0.45 | 46
met1 | 0.0910 | 0.42 | 379
li1 | - | - | 397
==> cells in the mapped netlist (all sizes together) <==
cell type | n | area share
buf | 18 | 0.26
nor4 | 15 | 0.23
nand2 | 10 | 0.075
ha | 5 | 0.13
clkbuf | 3 | 0.022
inv | 3 | 0.022
o21ai | 3 | 0.030
a2111o | 2 | 0.045
nand2b | 2 | 0.025
or3 | 2 | 0.025
or4 | 2 | 0.030
a2111oi | 1 | 0.018
conb | 1 | 0.0075
mux2i | 1 | 0.020
nand4 | 1 | 0.013
nor2b | 1 | 0.013
nor4b | 1 | 0.030
xnor2 | 1 | 0.018
==> report_power, final <==
group | switching [W] | internal (W) | total, W
registers | 0 | 0 | 0
logic | 0.0000617 | 0.0000729 | 0.000135
clock network | 0 | 0 | 0
==> critical path: cells and delay by family <==
family / cells / cell delay (ns)
buffers and inverters: 4 / 0.52
and+or+nand+nor: 3 / 0.81
==> path summary, 6_finish.rpt <==
path      to  slack (ns)  cells past startpoint
max   RD[20]      -0.003                      7
min   RD[29]        1.38                      5
==> per-stage QoR <==
| stage | total power, W | setup slack, ns | setup TNS (ns) | utilization |
|---|---|---|---|---|
| final | 0.000135 | -0.00281 | -0.00281 | 0.429 |
| after global routing | 0.000146 | -0.0896 | -0.892 | 0.429 |
| after detailed placement | 0.000103 | -0.684 | -14.99 | 0.325 |
| after global placement | 0.000101 | -0.692 | -15.57 | 0.325 |
| after floorplan | 0.0000355 | 0.0962 | 0 | - |
| after CTS | 0.000112 | -0.133 | -0.627 | 0.399 |
==> timing repair <==
action	4_1_cts	5_1_grt
hold buffers	0	0
endpoints found under the setup margin	25	25
gates cloned	2	0
setup buffers	23	1
pin swaps	20	14
resized	201	30
Power and IR drop assume default switching activity.
